==> design.v <==
module CORDIC_VR(
    clk,   
    rst_n,
    start_i,
    mode_i,
    X_i,
    Y_i,
    d_i,
    X_o,
    Y_o,
    d_o,
    finish_o,
);
    parameter BITWIDTH   = 18;
    parameter CORDIC_NUM = 14;
    localparam VECTOR = 1'b0;
    localparam ROTATE = 1'b1;
    localparam WAIT      = 2'b00;
    localparam CALCULATE = 2'b01;
    localparam SCALING   = 2'b10;
    localparam FINISH    = 2'b11;
    localparam K = 15'b010011011011101;
    input clk;
    input rst_n;
    input start_i;
    input mode_i;
    input signed [BITWIDTH-1:0] X_i; 
    input signed [BITWIDTH-1:0] Y_i;
    input d_i; 
    output reg signed [BITWIDTH-1:0] X_o; 
    output reg signed [BITWIDTH-1:0] Y_o;
    output reg d_o;
    output reg finish_o;
    reg [1:0] state, state_n;
    reg mode, mode_n;
    reg [3:0] counter, counter_n;
    reg signed [BITWIDTH-1:0] X_reg, X_reg_n;
    reg signed [BITWIDTH-1:0] Y_reg, Y_reg_n;
    wire signed [15+BITWIDTH-1:0] scaling_X, scaling_Y;
    assign scaling_X = $signed(X_reg) * $signed(K);
    assign scaling_Y = $signed(Y_reg) * $signed(K);
    assign check = X_reg[17] ^ Y_reg[17];
    always @(*) begin
        case (state)
            WAIT: begin
                if(start_i) begin
                    state_n = CALCULATE;
                end
                else begin
                    state_n = state;
                end
            end
            CALCULATE: begin
                if(counter == CORDIC_NUM-1) begin
                    state_n = SCALING;
                end
                else begin
                    state_n = state;
                end
            end
           SCALING: begin
                state_n = FINISH;
            end
            FINISH: begin
                if(start_i) begin
                    state_n = CALCULATE;
                end
                else begin
                    state_n = WAIT;
                end
            end
        endcase
    end
    always @(*) begin
        case(state)
            WAIT: begin
                if(start_i) begin
                    mode_n = mode_i;
                    X_reg_n = X_i;
                    Y_reg_n = Y_i;
                end
                else begin
                    mode_n = mode;
                    X_reg_n = X_reg;
                    Y_reg_n = Y_reg;
                end
                counter_n = 0;
            end
            CALCULATE: begin
                case (mode)
                    VECTOR: begin
                        if(X_reg[BITWIDTH-1] ^ Y_reg[BITWIDTH-1]) begin
                            X_reg_n = X_reg - (Y_reg >>> counter);
                            Y_reg_n = Y_reg + (X_reg >>> counter);
                        end
                        else begin
                        	X_reg_n = X_reg + (Y_reg >>> counter);
                            Y_reg_n = Y_reg - (X_reg >>> counter);
                        end
                    end
                    ROTATE: begin
                        if(d_i) begin
                            X_reg_n = X_reg - (Y_reg >>> counter);
                            Y_reg_n = Y_reg + (X_reg >>> counter);
                        end
                        else begin
                            X_reg_n = X_reg + (Y_reg >>> counter);
                            Y_reg_n = Y_reg - (X_reg >>> counter);
                        end
                    end
                endcase  
                mode_n = mode;
                counter_n = counter + 1;
            end
            SCALING: begin
                X_reg_n = scaling_X[BITWIDTH-5] ? {scaling_X[15+BITWIDTH-1], scaling_X[15+BITWIDTH-3:BITWIDTH-4]} + 1 : {scaling_X[15+BITWIDTH-1], scaling_X[15+BITWIDTH-3:BITWIDTH-4]};
                Y_reg_n = scaling_Y[BITWIDTH-5] ? {scaling_Y[15+BITWIDTH-1], scaling_Y[15+BITWIDTH-3:BITWIDTH-4]} + 1 : {scaling_Y[15+BITWIDTH-1], scaling_Y[15+BITWIDTH-3:BITWIDTH-4]};
                mode_n = mode;
                counter_n = 0;
            end
            FINISH: begin
            	if(start_i) begin
                    mode_n = mode_i;
                    X_reg_n = X_i;
                    Y_reg_n = Y_i;
                    counter_n = 0;
                end
                else begin
                	mode_n = mode;
                	X_reg_n = X_reg;
                	Y_reg_n = Y_reg;
                	counter_n = counter;
                end
            end
            default : begin
                mode_n = mode;
                X_reg_n = X_reg;
                Y_reg_n = Y_reg;
                counter_n = counter;
            end
        endcase  
    end
    always @(*) begin
        case(state)
            WAIT: begin
                d_o = 1'b0;
                finish_o = 1'b0;
                X_o = X_reg;
                Y_o = Y_reg;
            end
            CALCULATE: begin
                case (mode)
                    VECTOR: begin
                        if(X_reg[BITWIDTH-1] ^ Y_reg[BITWIDTH-1]) begin
                            d_o = 1'b1;
                        end
                        else begin
                            d_o = 1'b0;
                        end
                        finish_o = 1'b0;
                        X_o = X_reg;
                        Y_o = Y_reg;
                    end
                    ROTATE: begin
                        d_o = 1'b0;
                        finish_o = 1'b0;
                        X_o = X_reg;
                        Y_o = Y_reg;
                    end
                endcase  
            end
            SCALING: begin
                d_o = 1'b0;
                finish_o = 1'b0;
                X_o = X_reg;
                Y_o = Y_reg;
            end
            FINISH: begin
                d_o = 1'b0;
                finish_o = 1'b1;
                X_o = X_reg;
                Y_o = Y_reg;
            end
            default : begin
                d_o = 1'b0;
                finish_o = 1'b0;
                X_o = X_reg;
                Y_o = Y_reg;
            end
        endcase  
    end
    always @(posedge clk or negedge rst_n) begin
        if(~rst_n) begin
            state   <= 2'd0;
            mode    <= 1'd0;
            X_reg   <= 17'd0;
            Y_reg   <= 17'd0;
            counter <= 4'd0;
        end 
        else begin
            state   <= state_n;
            mode    <= mode_n;
            X_reg   <= X_reg_n;
            Y_reg   <= Y_reg_n;
            counter <= counter_n;
        end
    end
endmodule
==> run.sh <==
#!/bin/bash
# OpenROAD 26Q1-2900-gdf79404cd8, Yosys 0.63+post, stock flow scripts
make -C /OpenROAD-flow-scripts/flow DESIGN_CONFIG=/design/flow/config.mk WORK_HOME=/design/flow/orfs finish
==> config.mk <==
export PLATFORM = sky130hd
export DESIGN_NAME = CORDIC_VR
export DESIGN_NICKNAME = CORDIC_VR
export VERILOG_FILES = /design/flow/design.v
export SDC_FILE = /design/flow/constraint.sdc
export NUM_CORES = 4
export LEC_CHECK = 1
export CORE_UTILIZATION = 30
==> constraint.sdc <==
current_design CORDIC_VR

set clk_period 11.5
set clk_io_pct 0.2

create_clock -name clk0 -period $clk_period [get_ports {clk}]

set non_clock_inputs [all_inputs -no_clocks]
set_input_delay [expr $clk_period * $clk_io_pct] -clock clk0 $non_clock_inputs
set_output_delay [expr $clk_period * $clk_io_pct] -clock clk0 [all_outputs]
==> results_tabular.tex <==
% Implementation results table
\begin{tabular}{lr}
\hline
Metric & Value \\
\hline
\multicolumn{2}{l}{\textbf{Outcome}} \\
Run status & completed \\
\multicolumn{2}{l}{\textbf{Worst hold path}} \\
Sink of the worst hold path & state[2] \\
Hold path depth & 2 \\
Min-Delay Startpoint & state[2] \\
Hold Path Class & flip-flop to flip-flop \\
\multicolumn{2}{l}{\textbf{Synthesis}} \\
Portion of the post-synthesis area used by sequential elements & 0.06028 \\
Chip Area, Yosys & 18,700 sq um \\
Number of standard cells after synthesis & 2,249 \\
Cell total in the yosys stat output & 2,249 \\
Flops after synth & 45 \\
Async SR Flop Fraction & 1.000 \\
Synth cell types & 87 \\
Synth warnings & 2 \\
Biggest area cells & sky130\_fd\_sc\_hd\_\_fa\_1 (26\%), sky130\_fd\_sc\_hd\_\_ha\_1 (19\%), sky130\_fd\_sc\_hd\_\_inv\_1 (11\%) \\
Area share of the largest cell type after synthesis & 0.2612 \\
Post-synth top area cell & sky130\_fd\_sc\_hd\_\_fa\_1 \\
Post-synthesis cell area & 18,700 sq um \\
Average footprint of a synthesized cell & 8.316 sq um \\
Count of flip-flops with a built-in enable after synthesis & 0 \\
Dominant register cell in the synthesized netlist & sky130\_fd\_sc\_hd\_\_dfrtp\_1 \\
\multicolumn{2}{l}{\textbf{Clocking}} \\
Root buffer cell & sky130\_fd\_sc\_hd\_\_clkbuf\_16 \\
H-tree levels & 2 \\
Insertion delay to the later sink of the worst-skew pair & 0.31 ns \\
Count of hold-fix buffers inserted at cts & 0 \\
Num CTS Buffers & 5 \\
Number of clock sinks & 45 \\
Count of instances resized after the clock tree is built & 0 \\
TritonCTS clock tree & yes \\
Number of setup buffers added after CTS & 0 \\
Longest Clk Path Bufs & 2 \\
CTS clock-pin slew for the worst setup and hold paths & 0.07 ns \\
\multicolumn{2}{l}{\textbf{Placement}} \\
Dpl hpwl & 44.45 mm \\
Final Wtd Congestion & 0.9665 \\
Number of buffer cells added on primary ports & 78 \\
\multicolumn{2}{l}{\textbf{Job}} \\
Number of OpenROAD warnings & 68 \\
\# Max-Cap Violations & 0 \\
\multicolumn{2}{l}{\textbf{Drt}} \\
DRT antenna net count & 0 \\
Detailed-routing iteration count for the pre-antenna-repair pass & 5 \\
DRC errors left & 0 \\
Total length of routed wires & 53.30 mm \\
Diode count & 0 \\
Vias after detailed routing & 15,160 \\
Iter 0 DRT Violations & 826 \\
Average detailed-routed wire length per instance & 16.97 um \\
DR vias/cell & 4.828 \\
\multicolumn{2}{l}{\textbf{Layout}} \\
Count of filler cells inserted in the layout & 6,392 \\
Fraction of final layout cells with drive strength greater than 1 & 0.04644 \\
Sequential standard cell area & 1129 sq um \\
Multi-input gate area in the final layout & 15,310 sq um \\
Signed area change from the synthesized netlist to the final layout & 10.65\% \\
\multicolumn{2}{l}{\textbf{Die}} \\
Starting Density & 0.3036 \\
Top-Level Pins & 79 \\
Chip Footprint & 63,340 sq um \\
Height of the die & 251.7 um \\
Die extent in x & 251.7 um \\
Number of rows in the core area & 91 \\
Total core area & 61,600 sq um \\
\multicolumn{2}{l}{\textbf{Global routing}} \\
Aggregate global-route resource usage & 0.1811 \\
Remaining Overflow, GRT & 0 \\
Number of global-route vias before repair & 15,950 \\
Global-route wire length before repair & 86.69 mm \\
Initial antenna violation count & 0 \\
Largest net degree at the start of global routing & 50 \\
\multicolumn{2}{l}{\textbf{Critical path}} \\
Reg-to-Reg End & X\_reg[17] \\
Startpoint of the worst register-to-register path & X\_reg[16] \\
Biggest fanout along the worst timing path & 14 \\
Critical path's most frequent cell & sky130\_fd\_sc\_hd\_\_fa\_1 \\
Crit Path Category & flip-flop to flip-flop \\
Worst Setup End Kind & flip-flop \\
Data required time at the worst endpoint & 11.66 ns \\
Crit path max-delay cell type & sky130\_fd\_sc\_hd\_\_dfrtp\_1 \\
Worst path arrival time & 7.85 ns \\
Largest stage delay on the critical path & 0.78 ns \\
Critical Path, Cell by Cell & inv\_1, ha\_1, inv\_1, fa\_1, fa\_1, fa\_1, fa\_1, inv\_1, fa\_1, inv\_1, ha\_1, nand3\_1, nor3\_1, nand4b\_1, and4\_1, nor4\_1, and2\_1, nand4\_1, nor4b\_2, mux2i\_1, mux2i\_1, o22ai\_1 \\
Nature of the critical path startpoint & flip-flop \\
Register-to-register path setup slack & 3.81 ns \\
Cell count of the worst reg-to-reg path & 22 \\
\multicolumn{2}{l}{\textbf{Final timing}} \\
Post-Route Hold Slack & 0.5179 ns \\
Setup clock skew after layout & 0.004977 ns \\
Number of pins exceeding their max-slew limit in the final report & 0 \\
Final TNS setup & 0 ns \\
Shortest clock period the worst path allows after layout & 7.690 ns \\
Setup repair after global routing missed its margin & no \\
Maximum clock rate & 0.1300 GHz \\
Worst slew slack as a fraction of its limit & 0.4667 \\
Final setup vio count & 0 \\
Final-report hold violation count & 0 \\
Post-route fraction of the period consumed by the critical path & 0.6687 \\
Tightest Pin Transition & 0.7875 ns \\
\hline
\end{tabular}
==> how the worst max path moves through the flow <==
stage,slack (ns),endpoint,start
CTS,3.81,X_reg[17],X_reg[16]
global route,3.24,X_reg[17],X_reg[16]
finish,3.81,X_reg[17],X_reg[16]
==> critical path: cells and delay by family (launching register included) <==
kind | cells | cell delay, ns
AND-OR/OR-AND | 1 | 0.08
adder cells (fa/ha/maj) | 7 | 3.23
buffers and inverters | 4 | 0.50
flip-flops | 1 | 0.78
multiplexers | 2 | 0.45
AND/OR/NAND/NOR | 8 | 2.50
==> area by class of cell <==
type,count,share of cell area
clock buffer,6,0.006711
multi-input combinational,1604,0.7401
sequential,45,0.05454
inverter,533,0.09668
timing repair buffer,114,0.05055
tap,837,0.05061
clock inverter,2,0.0008465
==> cell usage after synthesis, types with 12 or more instances <==
cell type	count
sky130_fd_sc_hd__buf_1	13
sky130_fd_sc_hd__ha_1	288
sky130_fd_sc_hd__nor2_1	115
sky130_fd_sc_hd__a211oi_1	24
sky130_fd_sc_hd__clkbuf_1	48
sky130_fd_sc_hd__nand2_1	140
sky130_fd_sc_hd__mux2i_1	46
sky130_fd_sc_hd__and3_1	14
sky130_fd_sc_hd__xor2_1	26
sky130_fd_sc_hd__nor3_1	39
sky130_fd_sc_hd__nor2b_1	15
sky130_fd_sc_hd__o21a_1	23
sky130_fd_sc_hd__fa_1	244
sky130_fd_sc_hd__nand2b_1	12
sky130_fd_sc_hd__nand4_1	14
sky130_fd_sc_hd__o211ai_1	16
sky130_fd_sc_hd__o21bai_1	16
sky130_fd_sc_hd__a21o_1	22
sky130_fd_sc_hd__nand3_1	32
sky130_fd_sc_hd__dfrtp_1	44
sky130_fd_sc_hd__xnor2_1	66
sky130_fd_sc_hd__a21oi_1	119
sky130_fd_sc_hd__inv_1	531
sky130_fd_sc_hd__a31oi_1	24
sky130_fd_sc_hd__o21ai_0	116
==> stage by stage <==
step / instances / area [sq um] / util / worst slack [ns]
2_1_floorplan: 2249 / 18700 / - / 4.897
3_3_place_gp: 3133 / 20540 / 0.3334 / 3.777
3_5_place_dp: 3133 / 20540 / 0.3334 / 3.890
4_1_cts: 3141 / 20690 / 0.3359 / 3.814
5_1_grt: 3141 / 20690 / 0.3359 / 3.235
6_report: 3141 / 20690 / 0.3359 / 3.810
==> logic make-up (layout without fill, tap and decap cells) <==
kind of cell | count (synthesis) | count (layout) | synth area share
buf+inv | 600 | 655 | 0.1212
fa+ha+maj | 532 | 532 | 0.4539
compound gates | 467 | 467 | 0.1620
simple gates | 446 | 446 | 0.1170
xor+xnor | 94 | 94 | 0.04482
mux | 65 | 65 | 0.04088
flops | 45 | 45 | 0.06028
==> cell usage in the layout (no fill, tap or decap), types with 43 or more instances in the layout <==
cell	synthesis	layout
sky130_fd_sc_hd__a21oi_1	119	119
sky130_fd_sc_hd__clkdlybuf4s50_1	0	77
sky130_fd_sc_hd__dfrtp_1	44	43
sky130_fd_sc_hd__fa_1	244	244
sky130_fd_sc_hd__ha_1	288	288
sky130_fd_sc_hd__inv_1	531	531
sky130_fd_sc_hd__mux2i_1	46	46
sky130_fd_sc_hd__nand2_1	140	140
sky130_fd_sc_hd__nor2_1	115	114
sky130_fd_sc_hd__o21ai_0	116	115
sky130_fd_sc_hd__xnor2_1	66	66
==> routing by layer <==
layer	global-route usage	vias to the layer above	routed length, um
li1	-	7508	-
met1	0.2288	7145	21930
met2	0.3002	431	25180
met3	0.06602	80	4826
met4	0.03676	0	1359
met5	0	-	0
