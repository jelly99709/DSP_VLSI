### design/flow/run.sh
#!/bin/bash
# OpenROAD 26Q1-2900-gdf79404cd8, Yosys 0.63+post, stock flow scripts
make -C /OpenROAD-flow-scripts/flow DESIGN_CONFIG=/design/flow/config.mk WORK_HOME=/design/flow/orfs finish
### design/flow/config.mk
export PLATFORM = sky130hd
export DESIGN_NAME = FFT
export DESIGN_NICKNAME = FFT
export VERILOG_FILES = /design/flow/design.v
export SDC_FILE = /design/flow/constraint.sdc
export NUM_CORES = 4
export LEC_CHECK = 1
export CORE_UTILIZATION = 40
### design/flow/constraint.sdc
current_design FFT

set clk_period 24.0
set clk_io_pct 0.2

create_clock -name clk0 -period $clk_period [get_ports {clk}]

set non_clock_inputs [all_inputs -no_clocks]
set_input_delay [expr $clk_period * $clk_io_pct] -clock clk0 $non_clock_inputs
set_output_delay [expr $clk_period * $clk_io_pct] -clock clk0 [all_outputs]
### design/flow/design.v
module FFT(
	input clk,
	input rst_n,
	input in_valid,
	input signed [11:0] din_r,
	input signed [11:0] din_i,
	output out_valid,
	output signed [15:0] dout_r,
	output signed [15:0] dout_i
	);
	parameter DECIMAL = 6;
	integer k;
	wire signed [DECIMAL+15:0] s1_R_in_n, s1_I_in_n;
	reg signed [DECIMAL+15:0] s1_R_in, s1_I_in;
	assign s1_R_in_n = {{4{din_r[11]}},din_r,{DECIMAL{1'b0}}};
	assign s1_I_in_n = {{4{din_i[11]}},din_i,{DECIMAL{1'b0}}};
	reg signed [DECIMAL+15:0] rearrange_R   [0:31];
	reg signed [DECIMAL+15:0] rearrange_R_n [0:31];
	reg signed [DECIMAL+15:0] rearrange_I   [0:31];
	reg signed [DECIMAL+15:0] rearrange_I_n [0:31];
	wire signed [DECIMAL+15:0] s1_R_out, s2_R_out, s3_R_out, s4_R_out, s5_R_out;
	wire signed [DECIMAL+15:0] s1_I_out, s2_I_out, s3_I_out, s4_I_out, s5_I_out;
	wire signed [DECIMAL+15:0] sL1_R_in, sL2_R_in, sL3_R_in, sL4_R_in, sL5_R_in;
	wire signed [DECIMAL+15:0] sL1_I_in, sL2_I_in, sL3_I_in, sL4_I_in, sL5_I_in;
	wire signed [DECIMAL+15:0] sL1_R_out, sL2_R_out, sL3_R_out, sL4_R_out, sL5_R_out;
	wire signed [DECIMAL+15:0] sL1_I_out, sL2_I_out, sL3_I_out, sL4_I_out, sL5_I_out;
	assign sL1_R_in = rearrange_R[16]; assign sL1_I_in = rearrange_I[16];
	assign sL2_R_in = rearrange_R[24]; assign sL2_I_in = rearrange_I[24];
	assign sL3_R_in = rearrange_R[28]; assign sL3_I_in = rearrange_I[28];
	assign sL4_R_in = rearrange_R[30]; assign sL4_I_in = rearrange_I[30];
	assign sL5_R_in = rearrange_R[31]; assign sL5_I_in = rearrange_I[31];
	reg run, run_n;
	reg valid_o, valid_o_n;
	assign out_valid = valid_o;
	reg  [5:0] cnt, cnt_n;
	wire [5:0] cnt_s5;
	reg  [4:0] cnt_re;
	assign cnt_s5 = cnt + 6'd1;
	always@(*) begin
		for(k = 0; k < 5; k = k + 1) begin
			cnt_re[k] = cnt_s5[4-k];
		end
	end
	reg hold [0:31];
	reg hold_n [0:31];
	reg push [1:31];
	reg push_n [1:31];
	assign dout_r = rearrange_R[cnt_re][DECIMAL+15:DECIMAL];
	assign dout_i = rearrange_I[cnt_re][DECIMAL+15:DECIMAL];
	wire signed [7:0] twf_R [0:15];
	wire signed [7:0] twf_I [0:15];
	assign twf_R[0] = 8'sb01000000;   assign twf_I[0] = 8'sb00000000;
	assign twf_R[1] = 8'sb00111111;   assign twf_I[1] = 8'sb11110100;
	assign twf_R[2] = 8'sb00111011;   assign twf_I[2] = 8'sb11101000;
	assign twf_R[3] = 8'sb00110101;   assign twf_I[3] = 8'sb11011100;
	assign twf_R[4] = 8'sb00101101;   assign twf_I[4] = 8'sb11010011;
	assign twf_R[5] = 8'sb00100100;   assign twf_I[5] = 8'sb11001011;
	assign twf_R[6] = 8'sb00011000;   assign twf_I[6] = 8'sb11000101;
	assign twf_R[7] = 8'sb00001100;   assign twf_I[7] = 8'sb11000001;
	assign twf_R[8] = 8'sb00000000;   assign twf_I[8] = 8'sb11000000;
	assign twf_R[9] = 8'sb11110100;   assign twf_I[9] = 8'sb11000001;
	assign twf_R[10] = 8'sb11101000;   assign twf_I[10] = 8'sb11000101;
	assign twf_R[11] = 8'sb11011100;   assign twf_I[11] = 8'sb11001011;
	assign twf_R[12] = 8'sb11010011;   assign twf_I[12] = 8'sb11010011;
	assign twf_R[13] = 8'sb11001011;   assign twf_I[13] = 8'sb11011100;
	assign twf_R[14] = 8'sb11000101;   assign twf_I[14] = 8'sb11101000;
	assign twf_R[15] = 8'sb11000001;   assign twf_I[15] = 8'sb11110100;
	butterfly #(.DECIMAL(DECIMAL)) s1(
		.upper_i(cnt[4]), .twfR_i(twf_R[cnt[3:0]]), .twfI_i(twf_I[cnt[3:0]]),
		.data_R_i(s1_R_in), .data_I_i(s1_I_in), .data_R_o(s1_R_out), .data_I_o(s1_I_out),
		.loop_R_i(sL1_R_in), .loop_I_i(sL1_I_in), .loop_R_o(sL1_R_out), .loop_I_o(sL1_I_out)
		);
	butterfly #(.DECIMAL(DECIMAL)) s2(
		.upper_i(cnt[3]), .twfR_i(twf_R[{cnt[2:0],1'd0}]), .twfI_i(twf_I[{cnt[2:0],1'd0}]),
		.data_R_i(s1_R_out), .data_I_i(s1_I_out), .data_R_o(s2_R_out), .data_I_o(s2_I_out),
		.loop_R_i(sL2_R_in), .loop_I_i(sL2_I_in), .loop_R_o(sL2_R_out), .loop_I_o(sL2_I_out)
		);
	butterfly #(.DECIMAL(DECIMAL)) s3(
		.upper_i(cnt[2]), .twfR_i(twf_R[{cnt[1:0],2'd0}]), .twfI_i(twf_I[{cnt[1:0],2'd0}]),
		.data_R_i(s2_R_out), .data_I_i(s2_I_out), .data_R_o(s3_R_out), .data_I_o(s3_I_out),
		.loop_R_i(sL3_R_in), .loop_I_i(sL3_I_in), .loop_R_o(sL3_R_out), .loop_I_o(sL3_I_out)
		);
	butterfly #(.DECIMAL(DECIMAL)) s4(
		.upper_i(cnt[1]), .twfR_i(twf_R[{cnt[0],3'd0}]), .twfI_i(twf_I[{cnt[0],3'd0}]),
		.data_R_i(s3_R_out), .data_I_i(s3_I_out), .data_R_o(s4_R_out), .data_I_o(s4_I_out),
		.loop_R_i(sL4_R_in), .loop_I_i(sL4_I_in), .loop_R_o(sL4_R_out), .loop_I_o(sL4_I_out)
		);
	butterfly #(.DECIMAL(DECIMAL)) s5(
		.upper_i(cnt[0]), .twfR_i(twf_R[4'd0]), .twfI_i(twf_I[4'd0]),
		.data_R_i(s4_R_out), .data_I_i(s4_I_out), .data_R_o(s5_R_out), .data_I_o(s5_I_out),
		.loop_R_i(sL5_R_in), .loop_I_i(sL5_I_in), .loop_R_o(sL5_R_out), .loop_I_o(sL5_I_out)
		);
	always@(*) begin
		run_n = in_valid || run ? 1 : 0;
		cnt_n = run ? cnt + 1 : cnt;
		valid_o_n = &{cnt_s5,cnt[5]} ? 1 : valid_o;
		rearrange_R_n[0] = cnt_s5[5] && cnt_s5[4:0] == 5'd0 ? s5_R_out : rearrange_R[0];
		rearrange_I_n[0] = cnt_s5[5] && cnt_s5[4:0] == 5'd0 ? s5_I_out : rearrange_I[0];
		rearrange_R_n[1] = ~hold[1] & push[1] ? s5_R_out : hold[1] ? rearrange_R[1] : sL1_R_out;
		rearrange_I_n[1] = ~hold[1] & push[1] ? s5_I_out : hold[1] ? rearrange_I[1] : sL1_I_out;
		for(k = 2; k <= 16; k = k + 1) begin
			rearrange_R_n[k] = ~hold[k] & push[k] ? s5_R_out : hold[k] ? rearrange_R[k] : rearrange_R[k-1];
			rearrange_I_n[k] = ~hold[k] & push[k] ? s5_I_out : hold[k] ? rearrange_I[k] : rearrange_I[k-1];
		end
		rearrange_R_n[17] =  ~hold[17] & push[17] ? s5_R_out : hold[17] ? rearrange_R[17] : sL2_R_out;
		rearrange_I_n[17] =  ~hold[17] & push[17] ? s5_I_out : hold[17] ? rearrange_I[17] : sL2_I_out;
		for(k = 18; k <= 24; k = k + 1) begin
			rearrange_R_n[k] = ~hold[k] & push[k] ? s5_R_out : hold[k] ? rearrange_R[k] : rearrange_R[k-1];
			rearrange_I_n[k] = ~hold[k] & push[k] ? s5_I_out : hold[k] ? rearrange_I[k] : rearrange_I[k-1];
		end
		rearrange_R_n[25] =  ~hold[25] & push[25] ? s5_R_out : hold[25] ? rearrange_R[25] : sL3_R_out;
		rearrange_I_n[25] =  ~hold[25] & push[25] ? s5_I_out : hold[25] ? rearrange_I[25] : sL3_I_out;
		for(k = 26; k <= 28; k = k + 1) begin
			rearrange_R_n[k] = ~hold[k] & push[k] ? s5_R_out : hold[k] ? rearrange_R[k] : rearrange_R[k-1];
			rearrange_I_n[k] = ~hold[k] & push[k] ? s5_I_out : hold[k] ? rearrange_I[k] : rearrange_I[k-1];
		end
		rearrange_R_n[29] =  ~hold[29] & push[29] ? s5_R_out : hold[29] ? rearrange_R[29] : sL4_R_out;
		rearrange_I_n[29] =  ~hold[29] & push[29] ? s5_I_out : hold[29] ? rearrange_I[29] : sL4_I_out;
		rearrange_R_n[30] =  ~hold[30] & push[30] ? s5_R_out : hold[30] ? rearrange_R[30] : rearrange_R[29];
		rearrange_I_n[30] =  ~hold[30] & push[30] ? s5_I_out : hold[30] ? rearrange_I[30] : rearrange_I[29];
		rearrange_R_n[31] =  ~hold[31] & push[31] ? s5_R_out : hold[31] ? rearrange_R[31] : sL5_R_out;
		rearrange_I_n[31] =  ~hold[31] & push[31] ? s5_I_out : hold[31] ? rearrange_I[31] : sL5_I_out;
		hold_n[0] = cnt_s5[5] && ~|cnt_s5[4:0] || hold[0] ? 1 : 0;
		for(k = 1; k < 32; k = k + 1) begin
			hold_n[k] = hold[k-1];
		end
		push_n[1] = cnt_s5[5] && ~|cnt_s5[4:0] ? 1 : 0;
		for(k = 2; k < 32; k = k + 1) begin
			push_n[k] = push[k-1];
		end
	end
	always@(posedge clk or negedge rst_n) begin
		if(~rst_n) begin
			run <= 0;
			cnt <= 0;
			valid_o <= 0;
			s1_R_in <= 0;
			s1_I_in <= 0;
			for(k = 0; k < 32; k = k + 1) begin
				rearrange_R[k] <= 0;
				rearrange_I[k] <= 0;
				hold[k] <= 0;
				push[k] <= 0;
			end
		end
		else begin
			run <= run_n;
			cnt <= cnt_n;
			valid_o <= valid_o_n;
			s1_R_in <= s1_R_in_n;
			s1_I_in <= s1_I_in_n;
			for(k = 0; k < 32; k = k + 1) begin
				rearrange_R[k] <= rearrange_R_n[k];
				rearrange_I[k] <= rearrange_I_n[k];
				hold[k] <= hold_n[k];
				push[k] <= push_n[k];
			end
		end
	end
endmodule
module butterfly(
	upper_i,
	twfR_i,
	twfI_i,
	data_R_i,
	data_I_i,
	data_R_o,
	data_I_o,
	loop_R_i,
	loop_I_i,
	loop_R_o,
	loop_I_o
	);
	parameter DECIMAL = 7;
	integer d;
	input upper_i;
	input signed [DECIMAL+1:0] twfR_i;
	input signed [DECIMAL+1:0] twfI_i;
	input signed [DECIMAL+15:0] data_R_i;
	input signed [DECIMAL+15:0] data_I_i;
	output signed [DECIMAL+15:0] data_R_o;
	output signed [DECIMAL+15:0] data_I_o;
	input signed [DECIMAL+15:0] loop_R_i;
	input signed [DECIMAL+15:0] loop_I_i;
	output signed [DECIMAL+15:0] loop_R_o;
	output signed [DECIMAL+15:0] loop_I_o;
	wire signed [DECIMAL+15:0] sub_R, sub_I;
	wire signed [DECIMAL*2+15:0] mult_R, mult_I;
	wire signed [DECIMAL*2+15:0] RR, II, RI, IR;
	assign sub_R = loop_R_i - data_R_i;
	assign sub_I = loop_I_i - data_I_i;
	assign RR = sub_R * twfR_i; assign II = sub_I * twfI_i; assign RI = sub_R * twfI_i; assign IR = sub_I * twfR_i;
	assign mult_R = RR - II;
	assign mult_I = RI + IR;
	wire signed [DECIMAL+15:0] loop_R, loop_I;
	wire signed [DECIMAL+15:0] prog_R, prog_I;
	assign loop_R = ~upper_i ? data_R_i : mult_R[DECIMAL*2+15:DECIMAL];
	assign loop_I = ~upper_i ? data_I_i : mult_I[DECIMAL*2+15:DECIMAL];
	assign prog_R = upper_i ? loop_R_i + data_R_i : loop_R_i;
	assign prog_I = upper_i ? loop_I_i + data_I_i : loop_I_i;
	assign data_R_o = prog_R;
	assign data_I_o = prog_I;
	assign loop_R_o = loop_R;
	assign loop_I_o = loop_I;
endmodule
==> impl_metrics.py <==
# Metrics from the implementation run
metrics = {
    "floorplanning": {
        "ioPinCount": 60,
        "core_sq_mm": 0.3960,
        "rows": 231,
        "die_area_sq_mm": 0.4006,
        "initial_core_util_pct": 40.22,
        "die_w_um": 633.0,
        "die_h_um": 633.0,
    },
    "clock_tree": {
        "hold_buffers": 0,
        "h-tree-depth": 4,
        "clkLatencyLatePin_ns": 0.93,
        "root_buffer": "clkbuf_16",
        "cts.sinks": 1491,
        "cts_buffers": 176,
        "cts_buffer_depth": 4,
        "post_cts_resized": 0,
        "clkSlewWorstSetupHoldPaths_ns": 0.06,
        "post_cts_buffers": 0,
        "cts_tree": "done",
    },
    "grt": {
        "grt_usage_pct": 36.99,
        "antenna_found_initial": 49,
        "grt_overflow": 0,
        "grt_start_max_net_pins": 115,
        "grt_pass1_vias": 135700,
        "grt_pass1_wl_um": 1001000,
    },
    "layout": {
        "logic_area_sq_mm": 0.1096,
        "layout-drive-gt1-share_pct": 7.017,
        "fillers": 38520,
        "seq_area_sq_mm": 0.03752,
        "syn_to_final_growth_pct": 9.209,
        "fin_area_sq_mm": 0.1739,
    },
    "route": {
        "firstDrtPassIters": 10,
        "vias_per_cell": 5.736,
        "drcViolationCount": 0,
        "first_iter_violations": 12850,
        "ant_nets": 0,
        "via_count": 138200,
        "wl_per_cell_um": 29.00,
        "drt-total-wl_um": 698600,
    },
    "timing": {
        "fmax_ghz": 0.07402,
        "final_max_slew_viol_count": 0,
        "fin_ws_ns": 10.49,
        "slew_headroom_pct": 0.01996,
        "hold_violations": 0,
        "fin_tns_setup_ns": 0,
        "layout_min_cycle_time_ns": 13.51,
        "worstMarginPinSlew_ns": 1.484,
        "rsz0062_at_grt": "false",
        "skew_ns": 0.1056,
        "finalClockPeriodUsage_pct": 56.29,
        "setup_viol": 0,
    },
    "logic_synthesis": {
        "ys.flop_type": "dfrtp_1",
        "top_cells_by_area": "dfrtp_1, fa_1, ha_1",
        "ys_area_sq_mm": 0.1592,
        "yosysTopAreaCell": "dfrtp_1",
        "yosys-top-cells-count": "nand2_1, o21ai_0, inv_1",
        "synth_seq_share_pct": 23.43,
        "syn_area_sq_mm": 0.1592,
        "ys_cells": 18980,
        "synth_async_sr_flop_share_pct": 100.0,
        "synth_cell_type_count": 105,
        "synth_top_cell_by_count": "nand2_1",
        "ys.flops": 1491,
        "synth-edff-count": 0,
        "avgSynthCellArea_sq_um": 8.390,
        "yosysWarningCount": 17,
        "syn_inst": 18980,
        "top_area_share_pct": 23.43,
    },
    "setup_path": {
        "max_stage_delay_ns": 0.86,
        "ff2ff_path_depth": 47,
        "timing.rr.start": "rearrange_I[16][6]",
        "crit_type": "register to register",
        "r2r-end": "rearrange_I[25][21]",
        "endpoint_kind": "register",
        "cp_slowest_cell": "mux2i_1",
        "arrival_ns": 14.29,
        "r2r_slack_ns": 10.49,
        "cp_max_fo": 12,
        "crit_path_start_kind": "register",
        "cp.required_ns": 24.78,
    },
    "placement": {
        "place_congestion": 1.104,
        "place_area_sq_mm": 0.1680,
        "place_ws_ns": 10.86,
        "dp_hpwl_um": 519600,
        "portBuffers": 59,
    },
    "hold_path": {
        "hold_path_depth": 0,
        "worstHoldEndpoint": "hold[1]",
        "hp-start": "hold[0]",
        "hold_path.class": "register to register",
    },
    "outcome": {
        "status": "completed",
    },
    "run": {
        "maxCapViolations": 0,
        "warning_count": 255,
    },
}
per-layer routing:
| layer | global-route usage, % | routed length [um] | vias up |
|---|---|---|---|
| met5 | 4.541 | 2488 | - |
| met3 | 21.82 | 109000 | 2183 |
| met4 | 23.48 | 61220 | 54 |
| met1 | 46.20 | 249600 | 66930 |
| met2 | 48.68 | 276300 | 7913 |
| li1 | - | - | 61110 |
per-stage QoR:
step | hold WS (ns) | util (%) | cells
after global placement | 0.3540 | 42.44 | 23730
after floorplan | 0.3456 | - | 18980
after CTS | 0.3696 | 43.89 | 24040
after global routing | 0.3895 | 43.90 | 24050
after detailed placement | 0.3559 | 42.44 | 23730
final | 0.3717 | 43.92 | 24090
cell families after synthesis:
group                      share of synthesized area, %
adders and majority gates                         31.22
and+or+nand+nor                                   14.71
buffers and inverters                             8.334
muxes                                             2.598
xor gates and xnor gates                          3.585
DFF                                               23.43
other                                          0.004716
AOI/OAI and AO/OA                                 16.12
layout by cell type (no fill, tap or decap), drive strengths merged, types with 92 or more instances in the layout:
master / instances
xnor2: 519
dfrtp: 1491
buf: 685
nor2: 1304
nor3: 164
nand2b: 168
fa: 1769
nand2: 3327
clkbuf: 251
a21oi: 681
a22oi: 141
nand3: 92
and2: 138
inv: 2285
a211oi: 110
ha: 1143
o21ai: 2482
a21o: 168
mux2i: 337
xor2: 120
nor2b: 127
a221oi: 128
worst max path at each step:
stage | slack (ns) | depth (start not counted) | from | to
6_report | 10.49 | 47 | rearrange_I[16][6] | rearrange_I[25][21]
4_1_cts | 10.77 | 48 | rearrange_I[16][6] | rearrange_I[25][21]
5_1_grt | 9.93 | 47 | rearrange_I[16][6] | rearrange_I[25][21]
final cells by class:
class | count | share of cell area, %
Sequential cell | 1491 | 21.57
Inverter | 2290 | 4.943
Clock inverter | 61 | 0.3583
Clock buffer | 251 | 2.945
Antenna cell | 49 | 0.07051
Multi-Input combinational cell | 13960 | 63.00
Timing Repair Buffer | 743 | 3.338
Tap cell | 5242 | 3.771
critical path: cells and delay by family, from the launching register on:
kind | cells | cell delay (ns)
mux | 1 | 0.86
xor+xnor | 4 | 1.28
fa+ha+maj | 11 | 4.58
buf+inv | 5 | 0.53
simple gates | 8 | 2.04
compound gates | 18 | 3.68
flops | 1 | 0.44
flip-flops by register name (all words and copies together) (netlist names):
| signal | flops |
|---|---|
| cnt | 6 |
| hold | 32 |
| push | 31 |
| rearrange_I | 698 |
| rearrange_R | 698 |
| run | 1 |
| s1_I_in | 12 |
| s1_R_in | 12 |
| valid_o | 1 |
